==> ./config.mk <==
export PLATFORM = sky130hd
export DESIGN_NAME = clock_top
export DESIGN_NICKNAME = clock_top
export VERILOG_FILES = /design/flow/design.v
export SDC_FILE = /design/flow/constraint.sdc
export NUM_CORES = 4
export LEC_CHECK = 1
export CORE_UTILIZATION = 30
==> ./constraint.sdc <==
current_design clock_top

set clk_period 3.7
set clk_io_pct 0.2

create_clock -name clk0 -period $clk_period [get_ports {CLOCK_50}]

set non_clock_inputs [all_inputs -no_clocks]
set_input_delay [expr $clk_period * $clk_io_pct] -clock clk0 $non_clock_inputs
set_output_delay [expr $clk_period * $clk_io_pct] -clock clk0 [all_outputs]
==> ./design.v <==
`timescale 1 ps / 1 ps
`timescale 1 ps / 1 ps
module CLOCK(input logic clk, input logic rst, input logic set_TMOD,
             input logic set_min, input logic set_hr,
             output logic [5:0] sec, output logic [5:0] min, output logic [4:0] hr);
    enum bit {CLK_RUN, CLK_SET} TMOD;
    logic [25:0] counter;
    logic rst_counter;
    logic [5:0] next_sec, next_min;
    logic [4:0] next_hr;
    logic rst_sec, rst_min, rst_hr;
    logic inc_sec, inc_min, inc_hr;
    always_ff @(posedge set_TMOD) begin
      if(~rst) TMOD <= CLK_SET;
      else begin
        if(TMOD == CLK_SET) TMOD <= CLK_RUN;
        else TMOD <= CLK_SET;
      end
    end
    always_ff @(posedge clk) begin
        if(~rst) counter = 0;
        else begin
          if(~rst_counter)
            counter <= counter + 1'b1;
          else counter <= 0;
        end
    end
    assign rst_counter = (counter == 26'b10111110101111000010000000) ? 1'b1 : 1'b0;
    assign inc_sec = (TMOD == CLK_SET)  ? ~rst : rst_counter;
    always_ff @(posedge inc_sec) begin
      if(~rst) sec <= 0;
      else if(rst_sec) sec <= 0;
      else sec <= sec + 1'b1;
    end
    assign rst_sec = (sec == 6'd59) ? 1'b1 : 1'b0;
    assign inc_min = (TMOD == CLK_SET) ? set_min : (sec == 6'b0);
    always_ff @(posedge inc_min) begin
      if(~rst) min <= 0;
      else if(rst_min) min <= 0;
      else min <= min + 1'b1;
    end
    assign rst_min = (min == 6'd59) ? 1'b1 : 1'b0;
    assign inc_hr = (TMOD == CLK_SET) ? set_hr : (min == 6'b0);
    always_ff @(posedge inc_hr) begin
      if(~rst) hr <= 0;
      else if(rst_hr) hr <= 0;
      else hr <= hr + 1'b1;
    end
    assign rst_hr = (hr == 5'd23) ? 1'b1 : 1'b0;
endmodule: CLOCK
`timescale 1 ps / 1 ps
module card7seg(input logic [3:0] digit_in, output logic [6:0] HEX);
   always_comb begin
      case(digit_in)
         4'b0000: HEX = ~7'b0111111;
         4'b0001: HEX = ~7'b0000110;
         4'b0010: HEX = ~7'b1011011;
         4'b0011: HEX = ~7'b1001111;
         4'b0100: HEX = ~7'b1100110;
         4'b0101: HEX = ~7'b1101101;
         4'b0110: HEX = ~7'b1111101;
         4'b0111: HEX = ~7'b0000111;
         4'b1000: HEX = ~7'b1111111;
         4'b1001: HEX = ~7'b1101111;
         4'b1010: HEX = ~7'b0111111;
         4'b1011: HEX = ~7'b0011110;
         4'b1100: HEX = ~7'b1100111;
         4'b1101: HEX = ~7'b1110110;
         default: begin
            HEX = ~7'b0000000;
         end
      endcase
   end
endmodule: card7seg
`timescale 1 ps / 1 ps
module BCD(input logic [5:0] in, output logic [3:0] out1, output logic [3:0] out2);
  integer i;
  logic [7:0] bcd;
  assign {out2, out1} = bcd;
  always_comb begin
      bcd=0;
      for (i=0;i<6;i=i+1) begin					 
        if (bcd[3:0] >= 5) bcd[3:0] = bcd[3:0] + 3;		 
      	if (bcd[7:4] >= 5) bcd[7:4] = bcd[7:4] + 3;
      	bcd = {bcd[6:0],in[5-i]};				 
      end
  end
endmodule: BCD
module clock_top(input logic CLOCK_50, input logic [3:0] KEY,
             input logic [9:0] SW, output logic [9:0] LEDR,
             output logic [6:0] HEX0, output logic [6:0] HEX1, output logic [6:0] HEX2,
             output logic [6:0] HEX3, output logic [6:0] HEX4, output logic [6:0] HEX5);
    logic AMPM;
    logic [4:0] hr;
    logic [5:0] min ,sec;
    CLOCK clk_module(.clk(CLOCK_50), .rst(KEY[3]), .set_TMOD(~KEY[2]), .set_min(~KEY[0]), .set_hr(~KEY[1]),
              .sec(sec), .min(min), .hr(hr));
    logic [3:0] sec_dig1, sec_dig2, min_dig1, min_dig2, hr_dig1, hr_dig2;
    BCD sec_bcd_conversion(.in(sec), .out1(sec_dig1), .out2(sec_dig2));
    BCD min_bcd_conversion(.in(min), .out1(min_dig1), .out2(min_dig2));
    BCD hr_bcd_conversion(.in({1'b0,hr}), .out1(hr_dig1), .out2(hr_dig2));
    card7seg sec_1(sec_dig1, HEX0);
    card7seg sec_2(sec_dig2, HEX1);
    card7seg min_1(min_dig1, HEX2);
    card7seg min_2(min_dig2, HEX3);
    card7seg hr_1(hr_dig1, HEX4);
    card7seg hr_2(hr_dig2, HEX5);
endmodule: clock_top
==> ./run.sh <==
#!/bin/bash
# OpenROAD 26Q1-2900-gdf79404cd8, Yosys 0.63+post, stock flow scripts
make -C /OpenROAD-flow-scripts/flow DESIGN_CONFIG=/design/flow/config.mk WORK_HOME=/design/flow/orfs finish
==> flow_metrics.tcl <==
# flow metrics
set metrics [dict create \
    cp_max_fo 7 \
    ios 67 \
    dp_hpwl_um 5990 \
    relSlewSlack_pct 38.9 \
    grt_antenna_before_repair 0 \
    required_ns 3.87 \
    yosysWarningCount 13 \
    edf_count 0 \
    finClkSkew_ns 0.00341 \
    syn_avg_cell_area_um2 7.77 \
    cp_top_family "simple AND/OR/NAND/NOR gates" \
    grt_pass1_wl_um 14100 \
    yosysSeqAreaShare_pct 21.4 \
    vias 3572 \
    p_total_mw 0.646 \
    ys_area_um2 4110 \
    crit_type "reg2reg" \
    clk_pin_slew_ns 0.07 \
    start_kind "flip-flop" \
    drv_slew 0 \
    cts_buffers 3 \
    synth_area_leader_cell "dfxtp_1" \
    clock_latency_ns 0.26 \
    worstSetupPathDepth 7 \
    via_per_inst 4.88 \
    cts_setup_buffers 0 \
    untimed_endpoints 59 \
    rsz0062_at_grt "false" \
    grt_max_degree 26 \
    ant_nets 0 \
    worstMarginPinSlew_ns 0.892 \
    htree_num_levels 1 \
    drtIter0Drc 153 \
    ir_drop_mv 0.207 \
    top_cell_area_share_pct 21.4 \
    grt_pass1_vias 3127 \
    max-cap-violations 0 \
    status "complete, no violations" \
    cp_slowest_cell "or2_2" \
    leakage_nw 1.84 \
    crit_top_cell "nand4_1" \
    fp_util_pct 30.9 \
    ys_cells 529 \
    cts-root-buf "clkbuf_16" \
    die_w_um 119 \
    synthCells 529 \
    p_comb_share_pct 12.4 \
    place.gp.congestion 0.822 \
    synthArstFlopShare_pct 0 \
    critPathBufInv 0 \
    tool_warnings 58 \
    cts_tree "done" \
    synth_area_um2 4110 \
    dominantRegCellSynth "dfxtp_1" \
    intPower_mw 0.500 \
    seqPwrFrac_pct 47.3 \
    core_um2 13300 \
    grt_usage_pct 11.5 \
    switchingPower_mw 0.146 \
    wl_um 8080 \
    final.fill_count 1311 \
    cts_resized 0 \
    fin_crit_sh_pct 61.6 \
    top_cells_by_area "dfxtp_1, ha_1, nor2_1, xnor2_1, nand2_1" \
    rows 42 \
    clockBufferDepth 2 \
    hold_viol 0 \
    p_sw_share_pct 22.6 \
    wl_per_cell_um 11.0 \
    max_freq_mhz 439 \
    ys_top_cells_by_count "nor2_1, dfxtp_1, nand2_1, ha_1, inv_1" \
    hp-class "reg2reg" \
    cp_slowest_stage_delay_ns 0.44 \
    overflow 0 \
    cts_hold_repair.buffers 0 \
    die_h_um 119 \
    whs_path_depth 1 \
    end_kind "flip-flop" \
    firstDrtPassIters 4 \
    finalSetupViolCount 0 \
    crit_arrival_ns 2.45 \
    synth.distinct_cells 74 \
    numPortBuffers 45 \
    drc 0 \
    power_density_nw_per_um2 137 \
    top_cell "nor2_1" \
    clock_power_share_pct 40.4 \
    numSynthFlops 44 \
    fin_tns_setup_ns 0 \
    drive_above_1_share_pct 6.29 \
    min_period_ns 2.28 \
    crit_chain "ha_1 -> nand4_1 -> nor2_1 -> nand4_1 -> or2_2 -> or3_1 -> a21oi_1" \
    area_growth_pct 14.7 \
    unclocked_regs 18 \
    r2r_cells 7 \
    antenna-diode-count 0 \
    fp.dieArea_um2 14200 \
]
[metal layers]
layer	vias to the layer above	GRT usage [%]	wire length [µm]
met2	71	18.7	3550
met1	1614	17.6	4220
met5	-	0	0
met3	2	0.881	279
met4	0	0.475	35
li1	1885	-	-
[cells by family (layout without fill, tap and decap cells)]
| family | after synthesis | count (layout) | share of synthesized area, % |
|---|---|---|---|
| other | 1 | 11 | 0.0913 |
| AND/OR/NAND/NOR | 204 | 204 | 24.4 |
| AND-OR/OR-AND | 108 | 108 | 18.1 |
| buffers and inverters | 70 | 87 | 8.25 |
| multiplexers | 20 | 20 | 5.91 |
| XOR/XNOR | 43 | 43 | 10.0 |
| flip-flops | 44 | 44 | 21.4 |
| adder cells (fa/ha/maj) | 39 | 39 | 11.8 |
[cell type report]
| type | instances | area (µm²) | area share, % |
|---|---|---|---|
| timing repair buffer | 46 | 458 | 9.72 |
| tap | 176 | 220 | 4.67 |
| inverter | 37 | 139 | 2.95 |
| clock buffer | 4 | 88.8 | 1.88 |
| multi-input combinational | 425 | 2930 | 62.1 |
| sequential | 44 | 881 | 18.7 |
[flip-flops by register name (all words and copies together) (netlist names)]
name	flops
clk_module.TMOD	1
clk_module.counter	26
clk_module.hr	5
clk_module.min	6
clk_module.sec	6
[cell usage in the layout, fill, tap and decap left out, types with 3 or more instances in the layout]
cell type        instances
a21oi_1                 27
conb_1                  11
clkdlybuf4s50_1         45
o211ai_1                 3
nor3_1                  12
a211oi_1                 7
and2_1                   7
o21bai_1                 3
and3_1                   5
nor2b_1                  3
mux2_2                   8
xnor2_1                 24
nand2b_1                 8
clkbuf_16                3
nand4_1                 15
inv_1                   37
nor4_1                   3
o31ai_1                  4
nand3_1                 26
a31oi_1                  5
or3_1                    4
nor2_1                  65
dfxtp_1                 44
nand2_1                 41
o21ai_1                  5
ha_1                    38
o21ai_0                 25
mux2i_1                  9
xor2_1                  16
[worst paths after layout]
check / start / endpoint / slack, ns
setup / recovery: clk_module.counter[0] / clk_module.counter[24] / 1.42
hold / removal: clk_module.counter[0] / clk_module.counter[0] / 0.49
hold reg to reg: clk_module.counter[0] / clk_module.counter[0] / 0.49
setup reg to reg: clk_module.counter[0] / clk_module.counter[24] / 1.42
[worst register-to-register path, stage by stage, from the launching register on]
cell	delay (ns)
dfxtp_1	0.40
ha_1	0.24
nand4_1	0.16
nor2_1	0.18
nand4_1	0.30
or2_2	0.44
or3_1	0.31
a21oi_1	0.16
[power by group through the flow]
stage / registers, mW / logic [mW] / clock network [mW]
4_1_cts: 0.305 / 0.0811 / 0.266
5_1_grt: 0.306 / 0.0911 / 0.277
6_report: 0.305 / 0.0800 / 0.261
[metrics by stage]
stage | instances | setup slack (ns) | util, % | instance area [µm²] | hold slack, ns
final | 732 | 1.42 | 35.5 | 4710 | 0.487
after global routing | 732 | 1.22 | 35.5 | 4710 | 0.524
after CTS | 732 | 1.42 | 35.5 | 4710 | 0.484
after detailed placement | 728 | 1.29 | 34.8 | 4620 | 0.468
after global placement | 728 | 1.33 | 34.8 | 4620 | 0.453
after floorplan | 539 | 1.78 | - | 4150 | 0.441
